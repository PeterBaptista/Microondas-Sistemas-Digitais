[flow/config.mk]
export PLATFORM = sky130hd
export DESIGN_NAME = counter_frequency_div_100
export DESIGN_NICKNAME = counter_frequency_div_100
export VERILOG_FILES = /design/flow/design.v
export SDC_FILE = /design/flow/constraint.sdc
export NUM_CORES = 4
export LEC_CHECK = 1
export CORE_AREA = 10 10 70 70
export DIE_AREA = 0 0 80 80
[flow/constraint.sdc]
current_design counter_frequency_div_100

set clk_period 1.6
set clk_io_pct 0.2

create_clock -name clk0 -period $clk_period [get_ports {clk}]

set non_clock_inputs [all_inputs -no_clocks]
set_input_delay [expr $clk_period * $clk_io_pct] -clock clk0 $non_clock_inputs
set_output_delay [expr $clk_period * $clk_io_pct] -clock clk0 [all_outputs]
[flow/design.v]
module counter_frequency_div_100 (
    input wire clk,        
    output wire clk_div100        
);
    reg out;
    reg [6:0] count = 7'b0;   
    assign clk_div100 = out;
    always @(posedge clk) begin
        if (count >= 99)      
            begin
                count <= 7'b0;  
                out <= 1'b1;     
            end
        else
            begin
                count <= count + 1;   
                out <= 1'b0;           
            end
    end
endmodule
[flow/run.sh]
#!/bin/bash
# OpenROAD 26Q1-2900-gdf79404cd8, Yosys 0.63+post, stock flow scripts
make -C /OpenROAD-flow-scripts/flow DESIGN_CONFIG=/design/flow/config.mk WORK_HOME=/design/flow/orfs finish
==> results.yml <==
# yosys + openroad results
grt:
  grt_util_all_layers: 0.0181
  grt_first_pass_wirelength_um: 931
  grt_overflow: 0
  use_met2: 0.0249
  antenna_found_initial: 0
  grt_use_met1: 0.0208
  grt_pass1_vias: 225
  use_met3: 0.0136
  grt_most_used_layer: "met2"
  grt_max_degree: 8
detailed_routing:
  antenna_left: 0
  drc: 0
  vias: 235
  totalWireLength_um: 513
  dr.first_iter.drc_count: 6
  drtPass1Iterations: 6
  drt-vias-per-instance: 2.90
  wl_per_cell_um: 6.33
  n_antenna_cell: 0
run:
  maxCapViolCount: 0
  warning_count: 25
synth:
  yosysUniqueCellTypes: 17
  xor_area_frac: 0.0854
  synthCells: 31
  ys_seq_frac: 0.520
  top_cell_area_share: 0.520
  synth.area.top_cells: "dfxtp_1 52%, xor2_1 5.7%, a21oi_1 4.9%"
  syn_area_per_cell_um2: 9.93
  yosys_cells: 31
  synthesis.area_um2: 308
  mux_area_frac: 0
  simple_gate_area_frac: 0.199
  synth_area_leader_cell: "dfxtp_1"
  synthAoiAreaFrac: 0.154
  ys_chip_area_um2: 308
  ys_warn_count: 1
  synth_adder_area_share: 0.0407
  synth_flop_count: 8
  netlist_logic_family_top: "simple AND/OR/NAND/NOR gates"
die:
  io_pins: 2
  core_um2: 3420
  die_y_um: 80
  rows: 21
  die_w_um: 80
  die-area_um2: 6400
  fp_util: 0.0901
critical_path:
  endpoint_kind: "output port"
  crit_required_ns: 1.28
  cp.arrival_ns: 1.02
  setup.worst_path.start_class: "register"
  critPathMaxFanout: 1
  path_delay_family: "buffers and inverters"
  slowest_delay_ns: 0.46
  criticalPathCategory: "register to output port"
  worstPathCellList: "clkdlybuf4s50_1"
  critPathSlowestCell: "clkdlybuf4s50_1"
  cp_num_buf_inv: 1
placement:
  port_buffers: 1
  detailed_place.area_um2: 375
  gp_congestion: 0.830
clocking:
  ctsHoldBuffers: 0
  clock.latency.late_pin_ns: 0.25
  root_buffer: "clkbuf_4"
  cts_made_buffers: 3
  tritoncts: "built"
  cts_resized: 0
  h-tree-depth: 1
  clk_pin_slew_ns: 0.06
  post_cts.repair.setup_buffers: 0
  clock_path_buffers: 2
  clock_sinks: 8
final_timing:
  rsz0062_at_grt: "false"
  setup_viol: 0
  timing.fmax_mhz: 747
  slew_violations: 0
  finalCritPeriodShare: 0.836
  max_slew_margin: 0.804
  worstMarginPinSlew_ns: 0.291
  hold_viol: 0
  tns_ns: 0
  fin_skew_ns: 0.00912
  min_period_ns: 1.34
final_layout:
  area_growth_pct: 29.3
  lay_top_count: "dfxtp_1"
  drive_above_1_share: 0.143
  n_fill_cell: 403
  final_area_um2: 398
  lay_top_cells: "8 x dfxtp_1, 3 x nand3_1, 3 x a21oi_1, 3 x clkbuf_4"
pwr:
  leakage_nw: 0.139
  ir_drop_uv: 558
  power_density_nw_per_um2: 877
status:
  status: "finished, final reports clean"
worst_hold_path:
  hold_path.class: "register to register"
-- where the power goes --
part | internal [mW] | switching [mW]
Clock | 0.0855 | 0.0638
Combinational | 0 | 0
Sequential | 0.200 | 0
Total | 0.285 | 0.0638
-- kinds of logic after synthesis --
logic type	after synthesis
adders and majority gates	1
DFF	8
xor gates and xnor gates	3
and+or+nand+nor	11
AOI/OAI and AO/OA	8
-- final timing paths --
path	startpoint	endpoint	slack, ns	depth (start not counted)
worst min register to register	count[0]	count[0]	0.45	1
worst min-delay path	count[0]	count[0]	0.45	1
worst max-delay path	out	clk_div100	0.26	1
worst max register to register	count[0]	count[1]	0.36	4
-- flip-flops by register name (all words and copies together), names as in the netlist --
register	count
count	7
out	1
-- cell type report --
| type | count | area, µm² | area share |
|---|---|---|---|
| clock buffer | 3 | 22.5 | 0.0566 |
| sequential | 8 | 160 | 0.403 |
| tap | 46 | 57.6 | 0.145 |
| timing repair buffer | 1 | 10.0 | 0.0252 |
| multi-input combinational | 23 | 148 | 0.371 |
-- per-stage QoR --
stage	cells	utilization	hold WS (ns)	setup WS, ns	total power [mW]
after floorplan	31	-	0.430	0.421	0.204
after global placement	78	0.110	0.442	0.380	0.204
after detailed placement	78	0.110	0.446	0.359	0.204
after CTS	81	0.116	0.457	0.236	0.356
after global routing	81	0.116	0.501	0.211	0.377
final	81	0.116	0.453	0.262	0.349
-- per-layer routing --
metal	up-vias	wire, µm
li1	118	-
met1	111	222
met2	6	247
met3	0	43
met4	0	0
met5	-	0
-- Yosys cell counts (all sizes together) --
master	count
nand2	2
a21boi	1
and3	1
ha	1
dfxtp	8
xor2	2
nand3	3
nor2	2
a31oi	1
nor2b	1
a21oi	4
nor4	1
xnor2	1
or3	1
o21ai	2
Power is estimated from default activity; no workload was simulated.
